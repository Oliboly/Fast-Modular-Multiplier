<file path="flow/config.mk">
export PLATFORM = sky130hd
export DESIGN_NAME = mod_multiplier
export DESIGN_NICKNAME = mod_multiplier
export VERILOG_FILES = /design/flow/design.v
export SDC_FILE = /design/flow/constraint.sdc
export NUM_CORES = 4
export LEC_CHECK = 1
export CORE_UTILIZATION = 50
</file>
<file path="flow/design.v">
module mod_multiplier (
    input        clk,      
    input        rst_n,    
    input        en,       
    input  [11:0] a,       
    input  [11:0] b,       
    output reg   busy,     
    output reg   done,     
    output reg [11:0] r    
);
localparam Q  = 12'd3329;   
localparam MU = 14'd5039;   
reg [11:0] a_reg, b_reg;   
reg [23:0] x;               
reg [37:0] q1;              
reg [13:0] q2;              
reg [23:0] r_temp;          
reg [2:0]  counter;         
always @(posedge clk or negedge rst_n)
    begin
    if (!rst_n) begin  
        busy    <= 0;
        done    <= 0;
        r       <= 0;
        counter <= 0;
        a_reg   <= 0;
        b_reg   <= 0;
        x       <= 0;
        q1      <= 0;
        q2      <= 0;
        r_temp  <= 0;end 
     else begin
        done <= 0;  
        if (en && !busy) begin       
            a_reg <= a;     
            b_reg <= b;     
            busy  <= 1;     
            counter <= 0;   
        end 
        else if (busy) begin
            case (counter)
                0: begin
                    x <= a_reg * b_reg;
                    counter <= counter + 1;
                end
                1: begin
                    q1 <= x * MU; 
                    counter <= counter + 1;
                end
                2: begin
                    q2 <= q1 >> 14;  
                    counter <= counter + 1;
                end
                3: begin
                    r_temp <= x - q2*Q;
                    counter <= counter + 1;
                end
                4: begin
                    if (r_temp >= Q) begin  
                        r <= r_temp - Q;end 
                          else if (r_temp[23])begin  
                        r <= r_temp + Q;end 
                          else begin             
                        r <= r_temp[11:0];end
                    busy   <= 0;     
                    done   <= 1;     
                    counter <= 0;    
                end
                default: counter <= 0;
            endcase
        end
    end
end
endmodule
</file>
<file path="flow/run.sh">
#!/bin/bash
# OpenROAD 26Q1-2900-gdf79404cd8, Yosys 0.63+post, stock flow scripts
make -C /OpenROAD-flow-scripts/flow DESIGN_CONFIG=/design/flow/config.mk WORK_HOME=/design/flow/orfs finish
</file>
<file path="flow/constraint.sdc">
current_design mod_multiplier

set clk_period 12.8
set clk_io_pct 0.2

create_clock -name clk0 -period $clk_period [get_ports {clk}]

set non_clock_inputs [all_inputs -no_clocks]
set_input_delay [expr $clk_period * $clk_io_pct] -clock clk0 $non_clock_inputs
set_output_delay [expr $clk_period * $clk_io_pct] -clock clk0 [all_outputs]
</file>
==> run summary <==
State of the implementation.

- The number of levels the H-tree was split into is 4, for reference.
- The synthesis report names the predominant flop master as sky130_fd_sc_hd__dfrtp_1.
- The number of setup violations in the final report is 0, for reference.
- The clock-pin slew reported for the worst setup and hold paths after clock tree synthesis is 60 ps, for reference.
- After detailed routing, the number of remaining DRC violations is 0.
- The most frequently used library cell after synthesis is sky130_fd_sc_hd__inv_1.
- The slew check shows that the tightest pin keeps a relative margin of 47.5%.
- In the routed layout, each cell is associated on average with a via count of 5.11.
- The die width is 184 um, for reference.
- The share of layout cells above drive strength 1 is 5.98%, for reference.
- The first global-routing pass estimated 54500 um of wire.
- The hold violation total from the final report is 0, for reference.
- For the finished layout, the period the worst path requires is 5460 ps.
- The portion of the clock cycle consumed by the worst path in the final layout is 42.6%, for reference.
- The total global routing track utilization is 21.6%, for reference.
- For the worst reg-to-reg path, the startpoint reported by OpenROAD is x[13].
- The type of the most critical hold path is reg2reg, for reference.
- The max-slew violation count is 0, for reference.
- The minimum hold slack is 474 ps, for reference.
- Per the run summary, max-cap violations total 0.
- Of all flip-flops after synthesis, the portion carrying an async set or reset was 100%.
- The number of global-route vias before repair is 10900, for reference.
- The synthesized cell area is 16600 um2, for reference.
- The number of cells produced by synthesis is 1703, for reference.
- The tree built by TritonCTS fans out to 117 sinks.
- Counting the warning lines in the Yosys log gives 1.
- The share of synthesized area in the top cell type comes to 29.8%.
- The total number of vias is 11100, for reference.
- The layout filler cell count is 2850, for reference.
- The count of buffers inserted at the top-level ports is 40, for reference.
- The endpoint of the worst hold path is r[7], for reference.
- The initial core utilization is 50.8%, for reference.
- At the pin with the least slew margin, the transition time is 788 ps.
- After synthesis, the design contains 1703 cells according to Yosys.
- The total CTS buffers is 17, for reference.
- The number of flops mapped to enable cells by yosys is 0, for reference.
- The total overflow left after global routing is 0.
- Per the synth log, the flip-flop and latch total comes to 117.
- The number of warning messages in the logs is 39, for reference.
- The data arrival time of the critical path is 5810 ps, for reference.
- The number of primary I/O pins is 41, for reference.
- The class of the most critical setup path is reg2reg, for reference.
- The synthesized area per cell is 9.74 um2, for reference.
- The remaining antenna violation count after routing is 0, for reference.
- The largest registers in the layout are r_temp (24), x (24).
- The floorplan has 66 rows.
- Per the synthesis report, the number of distinct cell types is 58.
- STA reports a reg2reg setup slack of 7340 ps.
- In the post-route report, total wirelength is listed as 31900 um.
- The pin count of the biggest net entering global routing is 52, for reference.
- The worst min-delay path startpoint is r[7], for reference.
- The clock tree root driver cell is sky130_fd_sc_hd__clkbuf_16, for reference.
- The count of inserted antenna diode cells is 0, for reference.
- The first detailed-routing pass took 5 iterations.
- The run finished with clean final reports.
- Post-CTS timing repair inserted 0 buffers for setup.
- After synthesis, the chip area reported by Yosys is 16600 um2.
- The initial antenna violation count is 0, for reference.
- The destination of the worst register-to-register timing path is q1[27], for reference.
- The maximum clock rate is 0.183 GHz, for reference.
- STA classifies the critical path startpoint as a flop.
- The DRC violation total after the first TritonRoute iteration is 367, for reference.
- By area the synthesized netlist is led by sky130_fd_sc_hd__fa_1, sky130_fd_sc_hd__ha_1, sky130_fd_sc_hd__dfrtp_1.
- The floorplan step set the die height to 184 um.
- The weighted congestion at the end of routability-driven global placement is 0.933, for reference.
- The maximum fanout encountered on the critical timing path is 7, for reference.
- Counting instances, the worst hold path has a depth of 2.
- Sorting the synthesized cells by how often they occur yields sky130_fd_sc_hd__inv_1, sky130_fd_sc_hd__fa_1, sky130_fd_sc_hd__ha_1.
- The clock network latency to the later pin of the worst-skew pair is 440 ps, for reference.
- The maximum count of clock buffers along a single path is 2, for reference.
- The path depth of the worst reg2reg path is 18, for reference.
- The accumulated negative setup slack is 0 ps, for reference.
- In this run, post-CTS hold repair placed 0 buffers.
- The total of cells resized after clock tree synthesis is 0, for reference.
- The clock tree from TritonCTS is built, for reference.
- The cell area after layout is 18000 um2, for reference.
- The floorplan core area is 32600 um2, for reference.
- The fraction of the yosys area taken by sequential cells is 17.7%, for reference.
- The area enclosed by the die boundary is 33900 um2, for reference.
- From synthesis to final layout, the design area changed by 8.63%.
- The routed wirelength normalized by instance count is 14.6 um, for reference.
- The cell accounting for the most synthesized area is sky130_fd_sc_hd__fa_1, for reference.
- STA puts the critical path data required time at 13150 ps.
- Setup repair after global routing left no endpoint under its margin.
- Detailed placement ended at an HPWL of 27000 um.
- In the final run the clock tree shows a worst skew of 10.3 ps.
- Per the detailed placement report, the placed cell area equals 17400 um2.
- The endpoint kind of the worst setup timing path is a flop, for reference.
## metrics by stage
step,utilization (%),cells,setup WS (ps)
final,55.2,2180,7340
after global routing,55.2,2180,7050
after CTS,55.2,2180,7350
after detailed placement,53.4,2148,7380
after global placement,53.4,2148,7490
after floorplan,-,1703,7680
## cell usage in the layout (no fill, tap or decap), drive strengths merged, types with 3 or more instances in the layout
cell type,instances
nand3b,3
o21ai,78
nor3b,5
a211oi,9
mux2,38
nand2,202
o41ai,5
clkbuf,17
ha,240
nand2b,7
nor4,7
o21bai,4
o2111ai,3
nor2b,6
o21a,7
xor2,17
nand3,22
clkinv,6
a21oi,37
and2,52
dfrtp,117
o211ai,11
nor2,33
xnor2,43
buf,8
a21o,20
or2,4
and3,7
nor3,10
a31oi,10
fa,247
o31a,3
inv,377
clkdlybuf4s50,39
or3,3
o31ai,16
nand4,4
## cells by family after synthesis
group,share of synthesized area (%)
mux,2.70
simple gates,10.2
xor+xnor,3.17
fa+ha+maj,47.9
buf+inv,9.38
flops,17.7
compound gates,8.97
## worst max-delay path, cell delays in order (launching register included)
cell and delay [ps]:
sky130_fd_sc_hd__dfrtp_1 580, sky130_fd_sc_hd__inv_1 150, sky130_fd_sc_hd__fa_1 530, sky130_fd_sc_hd__fa_1 490, sky130_fd_sc_hd__inv_1 50, sky130_fd_sc_hd__fa_1 480
sky130_fd_sc_hd__fa_1 540, sky130_fd_sc_hd__inv_1 50, sky130_fd_sc_hd__fa_1 470, sky130_fd_sc_hd__inv_1 40, sky130_fd_sc_hd__ha_1 310, sky130_fd_sc_hd__nand3_1 120
sky130_fd_sc_hd__a211oi_1 200, sky130_fd_sc_hd__o21ai_1 150, sky130_fd_sc_hd__a21oi_2 290, sky130_fd_sc_hd__o2111a_1 320, sky130_fd_sc_hd__nor2_1 90, sky130_fd_sc_hd__a2111o_1 390
sky130_fd_sc_hd__o211ai_1 100
## how the worst max path moves through the flow
stage | startpoint | endpoint | depth (start not counted)
final | x[13] | q1[27] | 18
after global routing | x[13] | q1[27] | 18
after CTS | x[13] | q1[27] | 18
## layer usage
metal | routed length [um] | part of all wire (%) | vias to the layer above | global-route usage (%)
met2 | 14600 | 46 | 213 | 31.8
met1 | 15000 | 47 | 5443 | 35.2
met4 | 429 | 1.3 | 0 | 2.27
li1 | - | - | 5459 | -
met3 | 1860 | 5.8 | 18 | 5.89
met5 | 0 | 0 | - | 0
## area by class of cell
| cell class | count | area (um2) | share of cell area, % |
|---|---|---|---|
| clock buffers | 17 | 425 | 2.36 |
| clock inverters | 15 | 166 | 0.924 |
| inverters | 370 | 1390 | 7.71 |
| multi-input cells | 1172 | 12100 | 67.2 |
| flip-flops and latches | 117 | 2930 | 16.3 |
| well taps | 442 | 553 | 3.07 |
| repair buffers | 47 | 450 | 2.50 |
